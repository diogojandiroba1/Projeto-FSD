$ cat ./config.mk
export PLATFORM = sky130hd
export DESIGN_NAME = de2_loopback_top
export DESIGN_NICKNAME = de2_loopback_top
export VERILOG_FILES = /design/flow/design.v
export SDC_FILE = /design/flow/constraint.sdc
export NUM_CORES = 4
export LEC_CHECK = 1
export CORE_UTILIZATION = 30
$ cat ./constraint.sdc
current_design de2_loopback_top

set clk_period 2.6
set clk_io_pct 0.2

create_clock -name clk0 -period $clk_period [get_ports {CLOCK_50}]

set non_clock_inputs [all_inputs -no_clocks]
set_input_delay [expr $clk_period * $clk_io_pct] -clock clk0 $non_clock_inputs
set_output_delay [expr $clk_period * $clk_io_pct] -clock clk0 [all_outputs]
$ cat ./design.v
module crc8 (
    input        clk,
    input        reset,
    input  [7:0] data,
    input        data_valid,
    output reg [7:0] crc,
    output reg       crc_ready
);
    function [7:0] crc8_byte;
        input [7:0] din;
        integer i;
        reg [7:0] c;
        begin
            c = 8'h00;
            for (i = 0; i < 8; i = i + 1) begin
                if ((c[7] ^ din[7-i]) == 1'b1)
                    c = {c[6:0], 1'b0} ^ 8'h07;
                else
                    c = {c[6:0], 1'b0};
            end
            crc8_byte = c;
        end
    endfunction
    always @(posedge clk or posedge reset) begin
        if (reset) begin
            crc       <= 8'h00;
            crc_ready <= 1'b0;
        end else begin
            crc_ready <= 1'b0;
            if (data_valid) begin
                crc       <= crc8_byte(data);
                crc_ready <= 1'b1;
            end
        end
    end
endmodule
module de2_loopback_top (
    input         CLOCK_50,
    input  [3:0]  KEY,
    input  [17:0] SW,
    output [17:0] LEDR,
    output [7:0]  LEDG,
    output [6:0]  HEX0,
    output [6:0]  HEX1,
    output [6:0]  HEX2,
    output [6:0]  HEX3,
    output [6:0]  HEX4,
    output [6:0]  HEX5,
	 output [6:0]  HEX6,
    output [6:0]  HEX7
);
    wire clk   = CLOCK_50;
    wire reset = ~KEY[0];  
    reg btn_ff1, btn_ff2;
    always @(posedge clk or posedge reset) begin
        if (reset) begin
            btn_ff1 <= 1'b0;
            btn_ff2 <= 1'b0;
        end else begin
            btn_ff1 <= ~KEY[1];
            btn_ff2 <= btn_ff1;
        end
    end
    wire btn_rise = btn_ff1 & ~btn_ff2;
    wire [7:0] user_data = SW[7:0];
    wire tx, tx_busy;
    reg [7:0] tx_data;
    wire tx_start = btn_rise & ~tx_busy; 
    always @(posedge clk or posedge reset) begin
        if (reset) tx_data <= 8'h00;
        else       tx_data <= user_data;
    end
    uart_tx #(.CLK_FREQ(50_000_000), .BAUD_RATE(115200)) UTX (
        .clk(clk), .reset(reset),
        .tx_start(tx_start),
        .tx_data(tx_data),
        .tx(tx), .tx_busy(tx_busy)
    );
    wire rx = tx;
    wire [7:0] rx_data;
    wire       rx_valid, rx_error;
    uart_rx #(.CLK_FREQ(50_000_000), .BAUD_RATE(115200)) URX (
        .clk(clk), .reset(reset),
        .rx(rx),
        .rx_data(rx_data),
        .rx_valid(rx_valid),
        .rx_error(rx_error)
    );
    wire [7:0] crc_value;
    wire       crc_ready;
    crc8 UCRC (
        .clk(clk), .reset(reset),
        .data(rx_data),
        .data_valid(rx_valid),
        .crc(crc_value), .crc_ready(crc_ready)
    );
    reg [7:0] last_rx;
    reg [7:0] last_crc;
    reg       ok_latch;
    always @(posedge clk or posedge reset) begin
        if (reset) begin
            last_rx  <= 8'h00;
            last_crc <= 8'h00;
            ok_latch <= 1'b0;
        end else begin
            if (tx_start) ok_latch <= 1'b0; 
            if (rx_valid) begin
                last_rx <= rx_data;
                last_crc<= crc_value;  
                if (!rx_error) ok_latch <= 1'b1;
            end
        end
    end
    assign LEDR[7:0]  = last_rx;
    assign LEDR[17:8] = 10'b0;
    assign LEDG[0] = rx_valid;
    assign LEDG[1] = tx_busy;
    assign LEDG[2] = rx_error;
    assign LEDG[7:3] = 5'b0;
    function [6:0] hex7;
        input [3:0] x;
        case (x)
            4'h0: hex7 = 7'b1000000;
            4'h1: hex7 = 7'b1111001;
            4'h2: hex7 = 7'b0100100;
            4'h3: hex7 = 7'b0110000;
            4'h4: hex7 = 7'b0011001;
            4'h5: hex7 = 7'b0010010;
            4'h6: hex7 = 7'b0000010;
            4'h7: hex7 = 7'b1111000;
            4'h8: hex7 = 7'b0000000;
            4'h9: hex7 = 7'b0010000;
            4'hA: hex7 = 7'b0001000;
            4'hB: hex7 = 7'b0000011;
            4'hC: hex7 = 7'b1000110;
            4'hD: hex7 = 7'b0100001;
            4'hE: hex7 = 7'b0000110;
            4'hF: hex7 = 7'b0001110;
        endcase
    endfunction
    function [6:0] glyph7;
        input [7:0] ch;
        case (ch)
            "O": glyph7 = 7'b1000000;  
            "k": glyph7 = 7'b1001000;
            default: glyph7 = 7'b1111111;  
        endcase
    endfunction
    assign HEX2 = hex7(last_rx[3:0]);
assign HEX6 = 7'b1111111;
assign HEX7 = 7'b1111111;
assign HEX0 = 7'b1111111;
assign HEX1 = 7'b1111111;
assign HEX3 = 7'b1111111;
    assign HEX5 = ok_latch ? glyph7("O") : 7'b1111111;  
    assign HEX4 = ok_latch ? glyph7("k") : 7'b1111111;  
endmodule
module uart_rx #(
    parameter CLK_FREQ  = 50_000_000,
    parameter BAUD_RATE = 115200
)(
    input        clk,
    input        reset,
    input        rx,            
    output reg [7:0] rx_data,   
    output reg       rx_valid,  
    output reg       rx_error   
);
    localparam BIT_TIME  = CLK_FREQ / BAUD_RATE;  
    localparam HALF_BIT  = BIT_TIME / 2;
    reg [3:0] state;
    reg [12:0] counter;
    reg [2:0] bit_idx;
    reg [7:0] shift_reg;
    localparam IDLE  = 0,
               START = 1,
               DATA  = 2,
               STOP  = 3;
    reg rx_ff1, rx_ff2;
    always @(posedge clk) begin
        rx_ff1 <= rx;
        rx_ff2 <= rx_ff1;
    end
    wire rx_s = rx_ff2;
    always @(posedge clk or posedge reset) begin
        if (reset) begin
            state    <= IDLE;
            counter  <= 0;
            bit_idx  <= 0;
            rx_valid <= 0;
            rx_error <= 0;
            rx_data  <= 8'h00;
            shift_reg<= 8'h00;
        end else begin
            case (state)
                IDLE: begin
                    rx_valid <= 0;
                    rx_error <= 0;
                    counter  <= 0;
                    if (rx_s == 1'b0) begin
                        state   <= START;
                        counter <= 0;
                    end
                end
                START: begin
                    if (counter == HALF_BIT-1) begin
                        if (rx_s == 1'b0) begin
                            state    <= DATA;
                            counter  <= 0;
                            bit_idx  <= 0;
                        end else state <= IDLE;  
                    end else counter <= counter + 1;
                end
                DATA: begin
                    if (counter == BIT_TIME-1) begin
                        counter   <= 0;
                        shift_reg <= {rx_s, shift_reg[7:1]};
                        if (bit_idx == 7) begin
                            state   <= STOP;
                        end
                        bit_idx <= bit_idx + 1;
                    end else counter <= counter + 1;
                end
                STOP: begin
                    if (counter == BIT_TIME-1) begin
                        counter  <= 0;
                        state    <= IDLE;
                        if (rx_s == 1'b1) begin
                            rx_data  <= shift_reg;
                            rx_valid <= 1'b1;
                            rx_error <= 0;
                        end else begin
                            rx_valid <= 0;
                            rx_error <= 1'b1;
                        end
                    end else counter <= counter + 1;
                end
                default: state <= IDLE;
            endcase
        end
    end
endmodule
module uart_tx #(
    parameter CLK_FREQ  = 50_000_000,
    parameter BAUD_RATE = 115200
)(
    input        clk,
    input        reset,
    input        tx_start,      
    input  [7:0] tx_data,       
    output reg   tx,            
    output reg   tx_busy        
);
    localparam BIT_TIME = CLK_FREQ / BAUD_RATE;  
    reg [3:0] state;
    reg [12:0] counter;
    reg [2:0] bit_idx;
    reg [7:0] shift_reg;
    localparam IDLE  = 0,
               START = 1,
               DATA  = 2,
               STOP  = 3;
    always @(posedge clk or posedge reset) begin
        if (reset) begin
            tx        <= 1'b1;   
            tx_busy   <= 1'b0;
            state     <= IDLE;
            counter   <= 0;
            bit_idx   <= 0;
            shift_reg <= 8'h00;
        end else begin
            case (state)
                IDLE: begin
                    tx      <= 1'b1;
                    tx_busy <= 1'b0;
                    counter <= 0;
                    if (tx_start) begin
                        tx_busy   <= 1'b1;
                        shift_reg <= tx_data;
                        tx        <= 1'b0;  
                        state     <= START;
                        counter   <= 0;
                    end
                end
                START: begin
                    if (counter == BIT_TIME-1) begin
                        counter <= 0;
                        tx      <= shift_reg[0];
                        state   <= DATA;
                        bit_idx <= 0;
                    end else counter <= counter + 1;
                end
                DATA: begin
                    if (counter == BIT_TIME-1) begin
                        counter   <= 0;
                        bit_idx   <= bit_idx + 1;
                        shift_reg <= {1'b0, shift_reg[7:1]};  
                        if (bit_idx == 7) begin
                            tx    <= 1'b1;  
                            state <= STOP;
                        end else begin
                            tx    <= shift_reg[1];
                        end
                    end else counter <= counter + 1;
                end
                STOP: begin
                    if (counter == BIT_TIME-1) begin
                        counter <= 0;
                        state   <= IDLE;
                    end else counter <= counter + 1;
                end
                default: state <= IDLE;
            endcase
        end
    end
endmodule
$ cat ./run.sh
#!/bin/bash
# OpenROAD 26Q1-2900-gdf79404cd8, Yosys 0.63+post, stock flow scripts
make -C /OpenROAD-flow-scripts/flow DESIGN_CONFIG=/design/flow/config.mk WORK_HOME=/design/flow/orfs finish
==> notes.md <==
impl run done, here's what came out: switching power 0.569 mW, top-area cell type share of the netlist area 44.0%, min cycle time layout 2.46 ns, Synth Cell Area 4780 sq um, Core Util, Final 36.0%, sequential power share 49.4%, PwrDens 510 nW/um^2, status finished, final reports clean, GRT Util Overall 10.9%, routed vias 3,329, Antenna diodes 0, Area Growth Syn to Fin 15.9%, FP Util 31.1%, Core Area 15,400 sq um, Clk pin slew, worst setup/hold paths 0.06 ns, global route overflow 0, initial drt markers 170, Placement Cell Area 5150 sq um, Reg area 2220 sq um, Worst VDD drop 0.298 mV, Critical Path End Type flop, filler cell count 1,474, P_int 2.26 mW, antenna violations before repair 0, Hold Fails Final Rpt 0, final worst-path cycle share 94.6%, Die X 128 microns, total power 2.83 mW, logic area 2120 sq um, wire per inst 11.2 microns, sw frac 20.1%, Largest regs URX.counter: 13 flops, UTX.counter: 13 flops, Die Height 128 microns, Top cell excl fill/tap dfrtp_1, critical path peak fanout 9, vias in the first global route 2,989, yosys stat area 4780 sq um, Dominant flop cell dfrtp_1, I/O pin cnt 105, final count of pins violating max slew 0, RD Place Congestion 0.863, CP startpoint kind flop, DRC 0, Setup CP Type flop to flop, cell area after layout 5540 sq um, placed insts 716, Critical Path AT 2.68 ns, number of enable flip-flop cells 0, Latency at later pin 0.33 ns, Setup Skew 0.00376 ns, CTS buffer count 9, top cells, area dfrtp_1, buf_4, ha_1, Gate power share 1.8%, Post-DP HPWL 5650 microns, CTS max path bufs 2, register share after synthesis 46.5%, hold-fix buffers at CTS 0, Synth area leader dfrtp_1, drt total wl 8230 microns, largest net degree at the start of global routing 45, Synth Instances 484, non-filler cells, final 738, worst min-delay path class input port to asynchronous set/reset pin, flops & latches, synth 89, FMAX 0.406 GHz, DR pass1 iterations 4, Cell Type Count 58, RSZ-0062 raised after global routing false, most frequent cells in the layout dfrtp_1, conb_1, nand2_1, Root Driver clkbuf_16, Max Cap Viol 0, CTS tree yes, Synth Area per Inst 9.88 sq um, critical path required time 2.82 ns, port buffer count 39, asr flop ratio synth 97.8%, antenna viol nets, final 0, Worst-Margin Slew 0.720 ns, Setup TNS 0 ns, Max-slew headroom 52.0%, first-pass GRT wire length 14,500 microns, die area 16,400 sq um, Row Count 45, Clk network pwr share 48.9%, CTS Sinks 89, Setup violations, final 0, ratio of cells with drive above 1 in the final layout 14.0%, H-Tree Depth 3, YS warnings 4, LEAKAGE 2.52 nW, vias per inst 4.51, cell count in the Yosys report 484, Log Warnings 45, reg2reg path depth 4
## power groups by stage
stage	logic (mW)	registers [mW]	clock network, mW
finish	0.0504	1.39	1.38
global route	0.0622	1.39	1.49
CTS	0.0546	1.39	1.42
## final timing paths
path	from	endpoint	slack, ns
worst min register to register	URX.rx_ff1	URX.rx_ff2	0.33
max in group asynchronous	KEY[0]	last_rx[0]	1.69
worst min-delay path	KEY[0]	URX.rx_data[2]	0.18
min in group clk0	URX.rx_ff1	URX.rx_ff2	0.33
worst max register to register	URX.counter[11]	URX.shift_reg[1]	0.14
worst max-delay path	URX.counter[11]	URX.shift_reg[1]	0.14
## critical path: stages, from the launching register on
cell     delay, ns
dfrtp_1       0.44
or3_4         0.40
or4_1         0.70
or2_1         0.45
mux2_4        0.36
## Yosys cell counts, types with 3 or more instances
cell and count:
clkbuf_1 13, and3_1 3, nor2b_1 3, a21oi_1 27, a22o_1 4, o21ai_0 35
a31oi_1 8, inv_1 19, mux2_2 15, mux2i_1 9, dfstp_2 3, o22ai_1 4
nor3_1 7, o21a_1 3, buf_4 66, mux2_4 7, o2bb2ai_1 3, nand2_1 45
o31ai_1 4, ha_1 15, nand4_1 4, a32o_1 3, dfrtp_1 84, nor4_1 5
nand3_1 15, nor2_1 35
## routing by layer
| metal | vias up | wire [microns] | share of wire (%) | GRT usage [%] |
|---|---|---|---|---|
| met5 | - | 0 | 0 | 0 |
| met4 | 0 | 122 | 1.5 | 1.38 |
| met3 | 10 | 349 | 4.2 | 1.87 |
| met2 | 85 | 3650 | 44 | 15.7 |
| met1 | 1573 | 4110 | 50 | 17.8 |
| li1 | 1661 | - | - | - |
## cells by family (layout without fill, tap and decap cells)
group	Yosys count	in the layout	share of synthesized area [%]
compound gates	104	104	13.3
xor+xnor	2	2	0.366
fa+ha+maj	15	15	3.93
buf+inv	102	94	13.5
flops	89	89	46.5
mux	32	32	8.09
other cells	2	53	0.157
simple gates	138	138	14.2
## per-stage QoR
stage	setup slack, ns	hold WS (ns)
floorplan	0.344	0.224
global placement	0.160	0.313
detailed placement	0.154	0.312
CTS	0.00266	0.193
global route	0.0547	0.209
finish	0.139	0.176
## cell type report
type,count,share of cell area (%)
clock buffer,10,4.13
timing repair buffer,59,9.80
inverter,19,1.33
clock inverter,6,1.63
sequential,89,40.1
multi-input combinational,344,38.2
tap,211,4.77
## repair_timing
action,CTS,global route
gates resized,6,2
setup endpoints to repair,2,2
setup buffers,4,2
Power and IR drop assume default switching activity.
